==> ./design.v <==
`timescale 1ns / 1ps
module     Regs(input clk,
				input rst,
				input [4:0] R_addr_A, 
				input [4:0] R_addr_B, 
				input [4:0] Wt_addr, 
				input [31:0]Wt_data, 
				input L_S, 
				output [31:0] rdata_A, 
				output [31:0] rdata_B,
				input [4:0] Debug_addr, 
				output[31:0] Debug_regs 
			  );
reg [31:0] register [1:31]; 				 
integer i;
	assign rdata_A = (R_addr_A == 0)? 0 : register[R_addr_A]; 	  
	assign rdata_B = (R_addr_B == 0)? 0 : register[R_addr_B];     
	always @(negedge clk or posedge rst) 
      begin
		if (rst) 	 begin 			 
		    for (i=1; i<32; i=i+1)
		    register[i] <= 0;	 
		end 
		else begin
		     if ((Wt_addr != 0) && (L_S == 1)) 	 
		     register[Wt_addr] <= Wt_data;
		end
	end
    assign Debug_regs = (Debug_addr == 0) ? 0 : register[Debug_addr];                
endmodule
==> ./run.sh <==
#!/bin/bash
# OpenROAD 26Q1-2900-gdf79404cd8, Yosys 0.63+post, stock flow scripts
make -C /OpenROAD-flow-scripts/flow DESIGN_CONFIG=/design/flow/config.mk WORK_HOME=/design/flow/orfs finish
==> ./config.mk <==
export PLATFORM = sky130hd
export DESIGN_NAME = Regs
export DESIGN_NICKNAME = Regs
export VERILOG_FILES = /design/flow/design.v
export SDC_FILE = /design/flow/constraint.sdc
export NUM_CORES = 4
export LEC_CHECK = 1
export CORE_UTILIZATION = 50
==> ./constraint.sdc <==
current_design Regs

set clk_period 14.7
set clk_io_pct 0.2

create_clock -name clk0 -period $clk_period [get_ports {clk}]

set non_clock_inputs [all_inputs -no_clocks]
set_input_delay [expr $clk_period * $clk_io_pct] -clock clk0 $non_clock_inputs
set_output_delay [expr $clk_period * $clk_io_pct] -clock clk0 [all_outputs]
==> load_flow_metrics.sql <==
-- generated from flow reports
INSERT INTO impl_metrics (metric_group, metric, value, unit) VALUES
('outcome', 'run_status', 'complete, but fails checks', ''),
('outcome', 'failing_checks', 'capacitance limit, slew limit', ''),
('worst_setup_path', 'minimum_setup_slack_among_reg_to_reg_paths', '13580', 'ps'),
('power_and_ir_drop', 'power.share.sequential', '46.7', '%'),
('sta', 'final_max_slew_viol_count', '5', ''),
('worst_hold_path', 'hp-class', 'flip-flop to flip-flop', ''),
('yosys', 'postSynthCellCount', '6283', ''),
('sta', 'relative_slew_margins', '-1.13', '%'),
('yosys', 'synth_warnings', '2', ''),
('worst_setup_path', 'worst-path-buf-inv', '1', ''),
('global_routing', 'grt_max_degree', '111', ''),
('cells_and_area', 'largest_register_ffs', '992', ''),
('cells_and_area', 'mostFrequentLayoutCells', 'sky130_fd_sc_hd__nand3_1 (1500), sky130_fd_sc_hd__dfrtn_1 (992), sky130_fd_sc_hd__mux2_2 (921), sky130_fd_sc_hd__nand4_1 (388), sky130_fd_sc_hd__a22oi_1 (327)', ''),
('die', 'die_w', '350', 'microns'),
('yosys', 'ff_latch_count_synth', '992', ''),
('cells_and_area', 'area.growth.synth_to_final', '13.1', '%'),
('yosys', 'yosysUniqueCellTypes', '74', ''),
('clock_network', 'clkSlewWorstSetupHoldPaths', '50', 'ps'),
('sta', 'final-setup-viol-count', '0', ''),
('worst_setup_path', 'regToRegStartpoint', 'register[6][6]$_DFFE_NP0P_', ''),
('cells_and_area', 'finalInstanceArea', '0.0684', 'sq mm'),
('route', '1st_iter_drt_viols', '12400', ''),
('placed_design', 'placed_cell_area', '0.0640', 'sq mm'),
('global_routing', 'grt_antenna_before_repair', '70', ''),
('worst_setup_path', 'cp_slowest_stage_delay', '740', 'ps'),
('worst_setup_path', 'timing.critical_path.required', '11760', 'ps'),
('clock_network', 'clk_path_buf_depth', '3', ''),
('sta', 'final.hold.worst_slack', '490', 'ps'),
('placed_design', 'gp_routability_congestion', '1.14', ''),
('power_and_ir_drop', 'pwr-share-clk', '35.0', '%'),
('worst_setup_path', 'critPathMostFrequentCell', 'sky130_fd_sc_hd__a21oi_1', ''),
('worst_setup_path', 'worstSetupStartpointType', 'flip-flop', ''),
('route', 'viasPerCell', '8.82', ''),
('route', 'wire_per_inst', '52.5', 'microns'),
('clock_network', 'hold_buffers', '0', ''),
('route', 'dr.pass1.iters', '9', ''),
('power_and_ir_drop', 'irDropWorstVdd', '0.144', 'mV'),
('yosys', 'syn_avg_cell_area', '9.62', 'sq um'),
('die', 'fp.coreArea', '0.120', 'sq mm'),
('power_and_ir_drop', 'switching_component_of_the_power', '3.07', 'mW'),
('sta', 'final.setup.tns', '0', 'ps'),
('clock_network', 'postCtsResizedCells', '0', ''),
('yosys', 'synth-main-ff-cell', 'sky130_fd_sc_hd__dfrtn_1', ''),
('clock_network', 'cts.repair_timing.setup_buffer_count', '0', ''),
('clock_network', 'cts.htree.levels', '3', ''),
('sta', 'rsz0062_at_grt', 'false', ''),
('route', 'dr_total_vias', '70400', ''),
('yosys', 'async_set_reset_flop_share_out_of_synthesis', '100', '%'),
('power_and_ir_drop', 'switching_share', '34.7', '%'),
('worst_setup_path', 'path_delay_family', 'AND-OR/OR-AND gates', ''),
('global_routing', 'grt_util_all_layers', '70.9', '%'),
('worst_hold_path', 'hold-path-endpoint', 'register[7][18]$_DFFE_NP0P_', ''),
('sta', 'fin_skew', '0', 'ps'),
('power_and_ir_drop', 'pwr-share-comb', '18.3', '%'),
('job', 'max_cap_viol_count', '1', ''),
('clock_network', 'cts-buffers-inserted', '111', ''),
('job', 'warning_count', '39', ''),
('sta', 'worst_pin_slew', '1520', 'ps'),
('die', 'floorplan.initialDensity', '50.4', '%'),
('die', 'row_count', '127', ''),
('clock_network', 'cts_sinks', '992', ''),
('power_and_ir_drop', 'powerDensity', '130', 'mW/mm^2'),
('power_and_ir_drop', 'leak_pwr', '28.2', 'nW'),
('worst_setup_path', 'worst-endpoint-arrival', '10760', 'ps'),
('yosys', 'edf_count', '0', ''),
('cells_and_area', 'largest_register', 'register', ''),
('worst_setup_path', 'worst_setup_path_startpoint', 'register[11][1]$_DFFE_NP0P_', ''),
('route', 'residual_drc', '0', ''),
('worst_setup_path', 'crit_path_cell_trace', 'nand4_1 -> a21oi_1 -> a21oi_1 -> and4_1 -> a31oi_1 -> clkdlybuf4s50_1', ''),
('cells_and_area', 'drive_gt1_share', '25.5', '%'),
('worst_setup_path', 'crit_cells', '6', '');
==> per-layer routing <==
metal	wire length [microns]	up-vias	track usage [%]
li1	-	24100	-
met1	132000	33800	76.8
met2	146000	8861	80.5
met3	86000	3565	61.9
met4	50700	115	59.4
met5	3900	-	35.6
==> worst max-delay path by stage <==
stage,to,slack (ps)
CTS,rdata_A[28],1290
global route,rdata_B[1],1150
finish,rdata_B[1],1000
==> cell families after synthesis <==
family / Yosys count / synth area share (%)
AND-OR/OR-AND: 906 / 11.0
buffers and inverters: 782 / 5.45
AND/OR/NAND/NOR: 2610 / 23.9
multiplexers: 993 / 18.5
flip-flops: 992 / 41.1
==> stage by stage <==
step / utilization [%] / std cells / setup WS, ps / total power, mW
2_1_floorplan: - / 6283 / -8880 / 4.64
3_3_place_gp: 53.4 / 7629 / 1290 / 5.57
3_5_place_dp: 53.4 / 7629 / 1220 / 5.59
4_1_cts: 56.8 / 7838 / 1290 / 8.64
5_1_grt: 56.9 / 7891 / 1150 / 8.94
6_report: 57.1 / 7982 / 1000 / 8.86
==> Yosys cell counts, types with 10 or more instances <==
cell type / number / area (sq um)
sky130_fd_sc_hd__o21ai_0: 44 / 220
sky130_fd_sc_hd__a21oi_1: 162 / 811
sky130_fd_sc_hd__a221o_1: 34 / 340
sky130_fd_sc_hd__buf_2: 226 / 1130
sky130_fd_sc_hd__nor3_1: 31 / 155
sky130_fd_sc_hd__o211ai_1: 16 / 120
sky130_fd_sc_hd__a2111oi_0: 50 / 438
sky130_fd_sc_hd__and3_1: 200 / 1250
sky130_fd_sc_hd__nand2_1: 92 / 345
sky130_fd_sc_hd__inv_1: 35 / 131
sky130_fd_sc_hd__buf_4: 16 / 120
sky130_fd_sc_hd__a32o_1: 15 / 150
sky130_fd_sc_hd__and3b_1: 14 / 123
sky130_fd_sc_hd__clkbuf_1: 395 / 1480
sky130_fd_sc_hd__nand4b_1: 10 / 87.6
sky130_fd_sc_hd__a222oi_1: 38 / 380
sky130_fd_sc_hd__nor2_1: 42 / 158
sky130_fd_sc_hd__mux2_2: 921 / 10400
sky130_fd_sc_hd__a22oi_1: 327 / 2450
sky130_fd_sc_hd__nor2b_1: 20 / 125
sky130_fd_sc_hd__a22o_1: 59 / 517
sky130_fd_sc_hd__dfrtn_1: 992 / 24800
sky130_fd_sc_hd__o31a_1: 13 / 114
sky130_fd_sc_hd__nor4_1: 104 / 651
sky130_fd_sc_hd__a32oi_1: 10 / 87.6
sky130_fd_sc_hd__nand4_1: 388 / 2430
sky130_fd_sc_hd__buf_1: 107 / 402
sky130_fd_sc_hd__and4_1: 61 / 534
sky130_fd_sc_hd__and2_1: 57 / 357
sky130_fd_sc_hd__nand2b_1: 13 / 81.3
sky130_fd_sc_hd__mux2_1: 63 / 709
sky130_fd_sc_hd__o2111ai_1: 26 / 228
sky130_fd_sc_hd__nand3_1: 1501 / 7510
sky130_fd_sc_hd__a31oi_1: 64 / 400
sky130_fd_sc_hd__nand3b_1: 12 / 90.1
==> power groups by stage <==
stage	clock network (mW)	logic (mW)	registers [mW]
CTS	3.08	1.51	4.05
global route	3.17	1.62	4.14
finish	3.10	1.62	4.13
==> cell type report <==
cell class	count	area (sq um)	share of cell area (%)
multi-input cells	4509	32800	48.0
flip-flops and latches	992	24800	36.3
repair buffers	481	4210	6.16
clock buffers	143	3130	4.58
well taps	1612	2020	2.95
clock inverters	66	848	1.24
diodes	144	360	0.527
inverters	35	135	0.198
No activity file was given, so power comes from the tool's default toggle rates.
