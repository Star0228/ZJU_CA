==> design.v <==
module cache (
	input wire clk,   
	input wire rst,   
	input wire [ADDR_BITS-1:0] addr,   
    input wire load,     
	input wire replace,   
	input wire store,   
	input wire invalid,   
    input wire [2:0] u_b_h_w,  
	input wire [31:0] din,   
	output reg hit = 0,   
	output reg [31:0] dout = 0,   
	output reg valid = 0,   
	output reg dirty = 0,   
	output reg [TAG_BITS-1:0] tag = 0 
	);
    localparam 
    ADDR_BITS = 32,
    WORD_BYTES = 4,
    WORD_BYTES_WIDTH = 2,    
    WORD_BITS = (WORD_BYTES * 8),
    ELEMENT_WORDS = 4,
    ELEMENT_WORDS_WIDTH = 2,    
    BLOCK_WIDTH = (ELEMENT_WORDS_WIDTH + WORD_BYTES_WIDTH),    
    ELEMENT_NUM = 64,
    WAYS = 2,
    ELEMENT_INDEX_WIDTH = 6,    
    SET_INDEX_WIDTH = 5,    
    TAG_BITS = (ADDR_BITS - SET_INDEX_WIDTH - BLOCK_WIDTH);   
    reg TO_BE_FILLED = 0;
    wire [31:0] word1, word2;
    wire [15:0] half_word1, half_word2;
    wire [7:0]  byte1, byte2;
    wire recent1, recent2, valid1, valid2, dirty1, dirty2;
    wire [TAG_BITS-1:0] tag1, tag2;
    wire hit1, hit2;
    reg [ELEMENT_NUM-1:0] inner_recent = 0;
    reg [ELEMENT_NUM-1:0] inner_valid = 0;
    reg [ELEMENT_NUM-1:0] inner_dirty = 0;
    reg [TAG_BITS-1:0] inner_tag [0:ELEMENT_NUM-1];
    reg [31:0] inner_data [0:ELEMENT_NUM*ELEMENT_WORDS-1];
    integer i;
    initial begin
        for (i = 0; i < ELEMENT_NUM; i = i + 1)
            inner_tag[i] = 23'b0;
        for (i = 0; i < ELEMENT_NUM*ELEMENT_WORDS; i = i + 1)
            inner_data[i] = 32'b0;
    end
    wire [TAG_BITS-1:0] addr_tag;
    wire [SET_INDEX_WIDTH-1:0] addr_index;      
    wire [ELEMENT_WORDS_WIDTH+WORD_BYTES_WIDTH-WORD_BYTES_WIDTH-1:0] addr_word;
    wire [ELEMENT_INDEX_WIDTH-1:0] addr_element1; 
    wire [ELEMENT_INDEX_WIDTH-1:0] addr_element2;      
    wire [ELEMENT_INDEX_WIDTH+ELEMENT_WORDS_WIDTH-1:0] addr_word1;
    wire [ELEMENT_INDEX_WIDTH+ELEMENT_WORDS_WIDTH-1:0] addr_word2;  
    assign addr_tag = addr[ADDR_BITS-1:ADDR_BITS-TAG_BITS];
    assign addr_index = TO_BE_FILLED;
    assign addr_word = TO_BE_FILLED;
    assign addr_element1 = {addr_index, 1'b0};
    assign addr_element2 = {addr_index, 1'b1};      
    assign addr_word1 = {addr_element1, addr_word};
    assign addr_word2 = {addr_element2, addr_word};           
    assign word1 = inner_data[addr_word1];
    assign word2 = inner_data[addr_word2];    
    assign half_word1 = addr[1] ? word1[31:16] : word1[15:0];
    assign half_word2 = addr[1] ? word2[31:16] : word2[15:0];           
    assign byte1 = addr[1] ?
                    addr[0] ? word1[31:24] : word1[23:16] :
                    addr[0] ? word1[15:8] :  word1[7:0]   ;
    assign byte2 =  addr[1] ?
                    addr[0] ? word2[31:24] : word2[23:16] :
                    addr[0] ? word2[15:8] :  word2[7:0]   ;    
    assign recent1 = inner_recent[addr_element1];
    assign recent2 = inner_recent[addr_element2];  
    assign valid1 = inner_valid[addr_element1];
    assign valid2 = inner_valid[addr_element2];   
    assign dirty1 = inner_dirty[addr_element1];
    assign dirty2 = inner_dirty[addr_element2] ;   
    assign tag1 = inner_tag[addr_element1];
    assign tag2 = inner_tag[addr_element2];     
    assign hit1 = valid1 & (tag1 == addr_tag);
    assign hit2 = valid2 & (tag2 == addr_tag) ;     
    always @ (*) begin
        valid <= TO_BE_FILLED;  
        dirty <= TO_BE_FILLED;  
        tag <= TO_BE_FILLED;  
        hit <= hit1 | hit2;
        if (load & hit1) begin
            dout <= u_b_h_w[1] ? word1 :
            u_b_h_w[0] ? {u_b_h_w[2] ? 16'b0 : {16{half_word1[15]}}, half_word1} :
            {u_b_h_w[2] ? 24'b0 : {24{byte1[7]}}, byte1};
        end
        else if (load & hit2) begin
            dout <= u_b_h_w[1] ? word2 :
            u_b_h_w[0] ? {u_b_h_w[2] ? 16'b0 : {16{half_word2[15]}}, half_word2} :
            {u_b_h_w[2] ? 24'b0 : {24{byte1[7]}}, byte2};
        end
        else begin
            dout <= recent1 ? word2 : word1;
        end
    end
    always @ (posedge clk) begin
        if (load) begin
            if (hit1) begin
                inner_recent[TO_BE_FILLED] <= TO_BE_FILLED;
                inner_recent[TO_BE_FILLED] <= TO_BE_FILLED;
            end
            else if (hit2) begin
                inner_recent[TO_BE_FILLED] <= TO_BE_FILLED;
                inner_recent[TO_BE_FILLED] <= TO_BE_FILLED;  
            end
        end
        if (store) begin
            if (hit1) begin
                inner_data[addr_word1] <= u_b_h_w[1] ? din
                    : u_b_h_w[0] ? addr[1] ? {din[15:0], word1[15:0]} : {word1[31:16], din[15:0]} 
                        :addr[1] ? addr[0] ? {din[7:0], word1[23:0]} : {word1[31:24], din[7:0], word1[15:0]}
                            :addr[0] ? {word1[31:16], din[7:0], word1[7:0]} : {word1[31:8], din[7:0]};
                inner_dirty[TO_BE_FILLED] <= TO_BE_FILLED;
                inner_recent[TO_BE_FILLED] <= TO_BE_FILLED;
                inner_recent[TO_BE_FILLED] <= TO_BE_FILLED;
            end
            else if (hit2) begin
                inner_data[addr_word2] <= u_b_h_w[1] ? din
                    :u_b_h_w[0] ? addr[1] ? {din[15:0], word2[15:0]} : {word2[31:16], din[15:0]} 
                        :addr[1] ? addr[0] ? {din[7:0], word2[23:0]} : {word2[31:24], din[7:0], word2[15:0]}
                            :addr[0] ? {word2[31:16], din[7:0], word2[7:0]} : {word2[31:8], din[7:0]};
                inner_dirty[TO_BE_FILLED] <= TO_BE_FILLED;
                inner_recent[TO_BE_FILLED] <= TO_BE_FILLED;
                inner_recent[TO_BE_FILLED] <= TO_BE_FILLED;
            end
        end
        if (replace) begin
            if (hit2 | ((~hit1) & recent1)) begin
                inner_data[addr_word2] <= din;
                inner_valid[TO_BE_FILLED] <= TO_BE_FILLED;
                inner_dirty[TO_BE_FILLED] <= TO_BE_FILLED;
                inner_tag[TO_BE_FILLED] <= addr_tag;
                inner_recent[TO_BE_FILLED] <= TO_BE_FILLED;
                inner_recent[TO_BE_FILLED] <= TO_BE_FILLED;         
            end else begin
                inner_data[addr_word1] <= din;
                inner_valid[TO_BE_FILLED] <= TO_BE_FILLED;
                inner_dirty[TO_BE_FILLED] <= TO_BE_FILLED;
                inner_tag[TO_BE_FILLED] <= addr_tag;
                inner_recent[TO_BE_FILLED] <= TO_BE_FILLED;
                inner_recent[TO_BE_FILLED] <= TO_BE_FILLED; 
            end
        end
        if (invalid) begin
            inner_recent[addr_element1] <= 1'b0;
            inner_recent[addr_element2] <= 1'b0;
            inner_valid[addr_element1] <= 1'b0;
            inner_valid[addr_element2] <= 1'b0;
            inner_dirty[addr_element1] <= 1'b0;
            inner_dirty[addr_element2] <= 1'b0;
        end
    end
endmodule
module cmu (
		input clk,
		input rst,
		input [31:0] addr_rw,
		input en_r,
		input en_w,
        input [2:0] u_b_h_w,
		input [31:0] data_w,
		output [31:0] data_r,
		output stall,
		output reg mem_cs_o = 0,
		output reg mem_we_o = 0,
		output reg [31:0] mem_addr_o = 0,
		input [31:0] mem_data_i,
		output [31:0] mem_data_o,
		input mem_ack_i,
        output [2:0] cmu_state
	);
    localparam 
    ADDR_BITS = 32,
    WORD_BYTES = 4,
    WORD_BYTES_WIDTH = 2,    
    WORD_BITS = (WORD_BYTES * 8),
    ELEMENT_WORDS = 4,
    ELEMENT_WORDS_WIDTH = 2,    
    BLOCK_WIDTH = (ELEMENT_WORDS_WIDTH + WORD_BYTES_WIDTH),    
    ELEMENT_NUM = 64,
    WAYS = 2,
    ELEMENT_INDEX_WIDTH = 6,    
    SET_INDEX_WIDTH = 5,    
    TAG_BITS = (ADDR_BITS - SET_INDEX_WIDTH - BLOCK_WIDTH);   
    reg TO_BE_FILLED = 0;
    reg [ADDR_BITS-1:0] cache_addr = 0;
    reg cache_load = 0;
    reg cache_replace = 0;
    reg cache_store = 0;
    reg [2:0] cache_u_b_h_w = 0;
    reg [WORD_BITS-1:0] cache_din = 0;
    wire cache_hit;
    wire [WORD_BITS-1:0] cache_dout;
    wire cache_valid;
    wire cache_dirty;
    wire [TAG_BITS-1:0] cache_tag;
    cache CACHE (
        .clk(clk),
        .rst(rst),
        .addr(cache_addr),
        .load(cache_load),
        .replace(cache_replace),
        .store(cache_store),
        .invalid(1'b0),
        .u_b_h_w(cache_u_b_h_w),
        .din(cache_din),
        .hit(cache_hit),
        .dout(cache_dout),
        .valid(cache_valid),
        .dirty(cache_dirty),
        .tag(cache_tag)
    );
    localparam
        S_IDLE = 0,
        S_BACK = 2,
        S_FILL = 3,
        S_WAIT = 4;
    reg [2:0]state = 0;
    reg [2:0]next_state = 0;
    reg [ELEMENT_WORDS_WIDTH-1:0]word_count = 0;
    reg [ELEMENT_WORDS_WIDTH-1:0]next_word_count = 0;
    assign cmu_state = state;
    reg sstall;
    always @ (posedge clk) begin
        if (rst) begin
            state <= S_IDLE;
            word_count <= 2'b00;
        end
        else begin
            state <= next_state;
            word_count <= next_word_count;
        end
    end
    always @ (*) begin
            case (state)
                S_IDLE: begin
                    if (en_r || en_w) begin
                        if (cache_hit)
                            next_state = S_IDLE; 
                        else if (cache_valid && cache_dirty)
                            next_state = S_BACK; 
                        else
                            next_state = S_FILL; 
                    end
                    else begin
                        next_state = S_IDLE; 
                    end
                    next_word_count = 2'b00;
                end
                S_BACK: begin
                    if (mem_ack_i && word_count == {ELEMENT_WORDS_WIDTH{1'b1}})     
                        next_state = S_FILL; 
                    else
                        next_state = S_BACK; 
                    if (mem_ack_i)
                        next_word_count = word_count+1;
                    else
                        next_word_count = word_count;
                end
                S_FILL: begin
                    if (mem_ack_i && word_count == {ELEMENT_WORDS_WIDTH{1'b1}})
                        next_state = S_WAIT; 
                    else
                        next_state = S_FILL; 
                    if (mem_ack_i)
                        next_word_count = word_count+1;
                    else
                        next_word_count = word_count;
                end
                S_WAIT: begin
                    next_state = S_IDLE; 
                    next_word_count = 2'b00;
                end
                default: begin
                    next_state = 3'hx;
                    next_word_count = 2'bxx;
                end
            endcase
    end
    always @ (*) begin
        case(state)
            S_IDLE, S_WAIT: begin
                cache_addr = addr_rw;
                cache_load = en_r;
                cache_store = en_w;
                cache_replace = 1'b0;
                cache_u_b_h_w = u_b_h_w;
                cache_din = data_w;
            end
            S_BACK: begin
               cache_addr = {addr_rw[ADDR_BITS-1:BLOCK_WIDTH], word_count, {ELEMENT_WORDS_WIDTH{1'b0}}}; 
                cache_load = 1'b0;
                cache_store = 1'b0;
                cache_replace = 1'b0;
                cache_u_b_h_w = 3'b010;
                cache_din = 32'b0;
            end
            S_FILL: begin
                cache_addr = {addr_rw[ADDR_BITS-1:BLOCK_WIDTH], word_count, {ELEMENT_WORDS_WIDTH{1'b0}}}; 
                cache_load = 1'b0;
                cache_store = 1'b0;
                cache_replace = mem_ack_i;
                cache_u_b_h_w = 3'b010;
                cache_din = mem_data_i;
            end
            default: begin
                cache_addr = 32'hxxxxxxxx;
                cache_load = 1'hx;
                cache_store = 1'hx;
                cache_replace = 1'bx;
                cache_u_b_h_w = 3'hx;
                cache_din = 32'hxxxxxxxx;
            end
        endcase
    end
    assign data_r = cache_dout;
    always @ (*) begin
        case (state)
            S_IDLE, S_WAIT: begin
                mem_cs_o = 1'b0;
                mem_we_o = 1'b0;
                mem_addr_o = 32'b0;
            end
            S_BACK: begin
                mem_addr_o = {cache_tag, addr_rw[ADDR_BITS-TAG_BITS-1:BLOCK_WIDTH], word_count, {ELEMENT_WORDS_WIDTH{1'b0}}};
                mem_cs_o = 1'b1;
                mem_we_o = 1'b1;
            end
            S_FILL: begin
                mem_addr_o = {addr_rw[ADDR_BITS-1:BLOCK_WIDTH], word_count, {ELEMENT_WORDS_WIDTH{1'b0}}};
                mem_cs_o = 1'b1;
                mem_we_o = 1'b0;
            end
            default: begin
                mem_addr_o = 32'hxxxxxxxx;
                mem_cs_o = 1'bx;
                mem_we_o = 1'bx;
            end
        endcase
    end
    assign mem_data_o = cache_dout;
    assign stall = (next_state!=S_IDLE); 
endmodule
==> run.sh <==
#!/bin/bash
# OpenROAD 26Q1-2900-gdf79404cd8, Yosys 0.63+post, stock flow scripts
make -C /OpenROAD-flow-scripts/flow DESIGN_CONFIG=/design/flow/config.mk WORK_HOME=/design/flow/orfs finish
==> config.mk <==
export PLATFORM = sky130hd
export DESIGN_NAME = cmu
export DESIGN_NICKNAME = cmu
export VERILOG_FILES = /design/flow/design.v
export SDC_FILE = /design/flow/constraint.sdc
export NUM_CORES = 4
export LEC_CHECK = 1
export CORE_AREA = 10 10 110 110
export DIE_AREA = 0 0 120 120
export SYNTH_MEMORY_MAX_BITS = 65536
==> constraint.sdc <==
current_design cmu

set clk_period 4.5
set clk_io_pct 0.2

create_clock -name clk0 -period $clk_period [get_ports {clk}]

set non_clock_inputs [all_inputs -no_clocks]
set_input_delay [expr $clk_period * $clk_io_pct] -clock clk0 $non_clock_inputs
set_output_delay [expr $clk_period * $clk_io_pct] -clock clk0 [all_outputs]
==> impl_metrics.toml <==
# yosys + openroad results
[synth]
netlist_instances = 174
ys_warn_count = 2
ys_cells = 174
yosysChipArea_um2 = 2036
common_cells = "buf_4 (35), a22o_1 (32), edfxtp_1 (32)"
ys.flops = 37
synth-edff-count = 32
syn_avg_cell_area_um2 = 11.70
yosysTopAreaCellShare_pct = 47.20
area_leaders = "edfxtp_1 (47%), a22o_1 (14%), buf_4 (13%)"
flop_cell = "edfxtp_1"
synth.cell_area_um2 = 2036
ys_seq_share_pct = 52.12
async_flop_share_pct = 0
synth.distinct_cells = 25
largest_area_cell = "edfxtp_1"
most_common_cell = "buf_4"

[worst_hold_path]
hold_class = "flop to flop"

[setup_path]
cp_max_fo = 3
crit_buf_inv = 2
path_delay_family = "buffers and inverters"
worstPathArrival_ps = 2290
critical_path_class = "input port to output port"
cpMaxStageDelayCell = "clkdlybuf4s50_1"
crit_chain = "clkdlybuf4s50_1 -> nor2_1 -> a211o_1 -> nand2_1 -> clkdlybuf4s50_1"
cp-start-kind = "input port"
cp.required_ps = 3600
max_stage_delay_ps = 480
critPathMostFrequentCell = "clkdlybuf4s50_1"
end_kind = "output port"

[floorplan]
core_util_floorplan_pct = 20.83
die_area_um2 = 14400
ios = 206
die_w_um = 120
row_count = 36
die_h_um = 120
core-area_um2 = 9774

[final_layout]
final_area_um2 = 3929
layout-drive-gt1-share_pct = 3.904
syn2layout_area_growth_pct = 92.99

[grt]
gr-total-overflow = 0
antenna_found_initial = 0
grt_max_degree = 36
grt_usage_pct = 10.83
grt_pass1_wl_mm = 12.43
grt_pass1_vias = 2165

[final_timing]
relSlewSlack_pct = 48.61
worst_slew_pin_slew_ps = 770.9
hold_viol_final = 0
skew_ps = 2.063
fin_tns_setup_ps = 0
slew_violations = 0
grt_setup_unrepaired = "no"
fin_crit_ps = 3191
whs_ps = 513.5
setup_viol = 0
fmax_mhz = 313.4
timing.final.crit_share_pct = 70.92

[drt]
wire_per_inst_um = 17.65
viasPerCell = 4.189
first_pass_iters = 4
dr_total_vias = 1952
diodes = 0
ant_nets = 0
drt_wl_total_mm = 8.227
drt_iter0_markers = 71
drc = 0

[clocking]
cts_buffer_depth = 2
cts_sinks = 37
post_cts_buffers = 0
clk_pin_slew_ps = 80
htreeDepth = 2
cts_tree = "done"
hold_buffers = 0
cts-resized-gates = 0
insertion_delay_ps = 280
cts_buffers = 5
cts_root_buf = "clkbuf_8"

[power]
leakage_nw = 1.477
p_clk_share_pct = 27.5
p_switching_uw = 196.9
power_density_nw_per_um2 = 215.2
p_int_uw = 648.6
vdd_drop_max_uv = 111.2
p_seq_share_pct = 46.8
p_comb_share_pct = 25.7
switching_share_pct = 23.29

[placement]
portBuffers = 196
dp_hpwl_mm = 6.672
gp_congestion = 0.7757
placed_cell_area_um2 = 3842

[outcome]
status = "complete, no violations"

[job]
openroad.warnings = 32
drv_cap = 0
==> power by group through the flow <==
stage / Combinational (mW) / Clock, mW / Sequential (mW)
4_1_cts: 0.222 / 0.245 / 0.395
5_1_grt: 0.239 / 0.258 / 0.397
6_report: 0.218 / 0.232 / 0.395
==> worst register-to-register path, delay by kind of cell, from the launching register on <==
family / cells / cell delay (ps)
DFF: 1 / 490
buffers and inverters: 1 / 220
and+or+nand+nor: 2 / 870
==> placed cells by master (no fill, tap or decap), drive strengths merged <==
cell type	Yosys	final
clkdlybuf4s50	0	196
edfxtp	32	32
a22o	32	32
and3	24	24
and2	8	8
nor2	5	5
clkbuf	7	5
dfxtp	5	5
nand2	3	3
nand3	3	3
clkinv	0	3
a211o	2	2
a21oi	2	2
conb	1	2
buf	41	2
nand2b	1	1
inv	1	1
xnor2	1	1
o2bb2ai	1	1
nor3b	1	1
nand3b	1	1
o211ai	1	1
a31oi	1	1
ha	1	1
==> kinds of logic after synthesis <==
logic type,after synthesis,synth area share (%)
flip-flops,37,52.12
XOR/XNOR,1,0.4303
other,1,0.1842
buffers and inverters,49,17.21
adder cells (fa/ha/maj),1,0.6145
AND/OR/NAND/NOR,46,13.21
AND-OR/OR-AND,39,16.23
==> path summary, 6_finish.rpt <==
check	from	endpoint	slack, ps	cells after the start
worst max-delay path	en_r	stall	1310	5
worst min-delay path	word_count[1]	word_count[1]	510	2
worst max register to register	state[1]	CACHE.inner_data[0][31]	2530	3
worst min register to register	word_count[1]	word_count[1]	510	2
==> through the flow <==
stage	util (%)	std cells	total power [mW]	worst slack (ps)
after floorplan	-	175	0.4793	2349
after global placement	39.31	458	0.6226	1301
after detailed placement	39.31	458	0.6241	1311
after CTS	40.19	466	0.8629	1295
after global routing	40.19	466	0.8937	1231
final	40.19	466	0.8455	1309
==> sequential cells by signal, summed over array words and instances (netlist names) <==
name	flops
word_count	2
CACHE.inner_data	32
state	3
==> cell type report <==
type,instances,area (um^2)
fill,918,5846
timing repair buffer,198,1977
sequential,37,1061
multi-input combinational,89,631.9
tap,133,166.4
clock buffer,5,68.82
clock inverter,3,17.52
inverter,1,6.256
==> per-layer routing <==
layer	part of all wire (%)	routed length [um]	up-vias	GRT usage [%]
li1	-	-	926	-
met1	40	3327	883	13.44
met2	44	3634	141	16.71
met3	15	1214	2	6.330
met4	0.62	51	0	0.9804
met5	0	0	-	0
No activity file was given, so power comes from the tool's default toggle rates.
