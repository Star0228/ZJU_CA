File: design/flow/config.mk
export PLATFORM = sky130hd
export DESIGN_NAME = ExceptionUnit
export DESIGN_NICKNAME = ExceptionUnit
export VERILOG_FILES = /design/flow/design.v
export SDC_FILE = /design/flow/constraint.sdc
export NUM_CORES = 4
export LEC_CHECK = 1
export CORE_AREA = 10 10 84 84
export DIE_AREA = 0 0 94 94
File: design/flow/constraint.sdc
current_design ExceptionUnit

set clk_period 2.3
set clk_io_pct 0.2

create_clock -name clk0 -period $clk_period [get_ports {clk}]

set non_clock_inputs [all_inputs -no_clocks]
set_input_delay [expr $clk_period * $clk_io_pct] -clock clk0 $non_clock_inputs
set_output_delay [expr $clk_period * $clk_io_pct] -clock clk0 [all_outputs]
File: design/flow/design.v
`timescale 1ns / 1ps
module CSRRegs(
    input clk, rst,
    input[11:0] raddr, waddr,
    input[31:0] wdata,
    input csr_w,
    input[1:0] csr_wsc_mode,
    output[31:0] rdata,
    output[31:0] mstatus,
    output[31:0] mtvec,
    output[31:0] mepc,
    output[31:0] mie,
    input interrupt,
    input[31:0] mepc_w,
    input[31:0] mcause_w,
    input[31:0] mtval_w,
    input mret,
    output[3:0] waddr_map
);
    reg TO_BE_FILLED = 0;
    reg[31:0] CSR[0:15];
    wire raddr_valid = raddr[11:7] == 5'h6 && raddr[5:3] == 3'h0;
    wire[3:0] raddr_map = (raddr[6] << 3) + raddr[2:0];
    wire waddr_valid = waddr[11:7] == 5'h6 && waddr[5:3] == 3'h0;
    assign waddr_map = (waddr[6] << 3) + waddr[2:0];
    assign mstatus = CSR[0];
    assign mepc = CSR[9];
    assign mtvec = CSR[5];
    assign mie = CSR[4];
    assign rdata = CSR[raddr_map];
    always@(posedge clk or posedge rst) begin
        if(rst) begin
			CSR[0] <= 32'h88; 
			CSR[1] <= 0;
			CSR[2] <= 0;
			CSR[3] <= 0;
			CSR[4] <= 32'hfff; 
			CSR[5] <= 0; 
			CSR[6] <= 0;
			CSR[7] <= 0;
			CSR[8] <= 0;
			CSR[9] <= 0; 
			CSR[10] <= 0; 
			CSR[11] <= 0; 
			CSR[12] <= 0;
			CSR[13] <= 0;
			CSR[14] <= 0;
			CSR[15] <= 0;
		end
        else if(interrupt) begin
            CSR[0][7] <= TO_BE_FILLED;
            CSR[0][3] <= 0;
            CSR[9] <= TO_BE_FILLED;
            CSR[10] <= TO_BE_FILLED;
            CSR[11] <= TO_BE_FILLED;
        end
        else if(mret) begin
            CSR[0][3] <= TO_BE_FILLED;
            CSR[0][7] <= 1;
        end
        else if(csr_w) begin
            case(csr_wsc_mode)
                2'b01: CSR[waddr_map] <= TO_BE_FILLED;
                2'b10: CSR[waddr_map] <= TO_BE_FILLED;
                2'b11: CSR[waddr_map] <= TO_BE_FILLED;
                default: CSR[waddr_map] <= wdata;
            endcase            
        end
    end
endmodule
`timescale 1ns / 1ps
module ExceptionUnit(
    input clk, rst,
    input csr_rw_in,
    input[1:0] csr_wsc_mode_in,
    input csr_w_imm_mux,
    input[11:0] csr_rw_addr_in,
    input[31:0] csr_w_data_reg,
    input[4:0] csr_w_data_imm,
    output[31:0] csr_r_data_out,
    input interrupt,
    input illegal_inst,
    input l_access_fault,
    input s_access_fault,
    input ecall_m,
    input mret,
    input[31:0] epc_cur,
    input[31:0] epc_next,
    output[31:0] PC_redirect,
    output redirect_mux,
    output reg_FD_flush, reg_DE_flush, reg_EM_flush, reg_MW_flush, 
    output RegWrite_cancel
);
    reg TO_BE_FILLED = 0;
    reg[11:0] csr_waddr;
    reg[31:0] csr_wdata;
    reg csr_w;
    reg[1:0] csr_wsc;
    wire[11:0] csr_raddr;
    wire[31:0] csr_rdata;
    wire[31:0] mstatus;
    wire[31:0] mepc;
    wire[31:0] mtvec;
    wire[31:0] mie;
    wire interrupt_or_exception;
    wire[31:0] mepc_w;
    wire[31:0] mcause_w;
    wire[31:0] mtval_w;
    wire[3:0] waddr_map;
    wire enable_exception;
    wire [3:0] exception_index;
    assign exception_index = TO_BE_FILLED;  
    assign enable_exception = mstatus[3];
    assign interrupt_or_exception = TO_BE_FILLED;
    assign reg_FD_flush = interrupt_or_exception | mret;
    assign reg_DE_flush = TO_BE_FILLED;
    assign reg_EM_flush = TO_BE_FILLED;
    assign reg_MW_flush = TO_BE_FILLED;
    assign RegWrite_cancel = TO_BE_FILLED;
    assign redirect_mux = TO_BE_FILLED;
    assign PC_redirect = TO_BE_FILLED;
    assign csr_raddr = csr_rw_addr_in;
    assign mepc_w = TO_BE_FILLED;
    assign mcause_w = {interrupt,{27{1'b0}},exception_index};
    assign mtval_w = epc_cur;
    assign csr_r_data_out = csr_rdata;
    CSRRegs csr(.clk(clk),.rst(rst),.csr_w(csr_w),.raddr(csr_raddr),.waddr(csr_waddr),
        .wdata(csr_wdata),.rdata(csr_rdata),.mstatus(mstatus),.csr_wsc_mode(csr_wsc),
        .mtvec(mtvec),.mepc(mepc),.interrupt(interrupt_or_exception),.mepc_w(mepc_w),
        .mcause_w(mcause_w),.mtval_w(mtval_w),.mret(mret),.waddr_map(waddr_map),.mie(mie));
    always @ (negedge clk or posedge rst) begin
        if(rst) begin
          csr_waddr<=0;
          csr_wdata<=0;
          csr_w<=0;
          csr_wsc<=0;
        end
        else begin
            if(csr_rw_in) begin
                csr_waddr <= csr_rw_addr_in;
                csr_wdata <= TO_BE_FILLED ? {{27{1'b0}},TO_BE_FILLED} : TO_BE_FILLED;
                csr_w <= 1;
                csr_wsc <= csr_wsc_mode_in;
            end 
            else begin
                csr_waddr<=0;
                csr_wdata<=0;
                csr_w<=0;
                csr_wsc<=0;
            end            
        end
    end
endmodule
File: design/flow/run.sh
#!/bin/bash
# OpenROAD 26Q1-2900-gdf79404cd8, Yosys 0.63+post, stock flow scripts
make -C /OpenROAD-flow-scripts/flow DESIGN_CONFIG=/design/flow/config.mk WORK_HOME=/design/flow/orfs finish
==> GITHUB_STEP_SUMMARY <==
### Metrics collected by this job

| Metric | Value |
|---|---|
| Setup repair after global routing missed its margin | no |
| Overall routed net length | 1680 microns |
| Clk ins delay skew pair | 0.25 ns |
| Run status | completed |
| Die X | 94 microns |
| Reg-to-Reg Start | csr_waddr[1]$_DFF_NP0_ |
| Critical R2R Capture | csr.CSR[0][7]$_DFFE_PP1P_ |
| Number of hold buffers added after cts | 0 |
| Yosys warns | 3 |
| Final period demand of the worst path | 2.25 ns |
| Launch point of the critical path | csr_rw_addr_in[6] |
| Largest voltage drop on the vdd net | 0.128 mV |
| Clk buf depth | 2 |
| Area Overhead vs Synth | 11.4% |
| Number of failing hold endpoints at the final stage | 0 |
| WHS | 0.443 ns |
| Start-to-end type of the worst setup path | in2out |
| Antenna violations before repair | 0 |
| Root Buffer Master | sky130_fd_sc_hd__clkbuf_8 |
| Count of endpoints failing setup in the final report | 0 |
| Worst reg2reg path depth | 2 |
| Placer congestion estimate | 0.695 |
| Share of the clock period used by the worst path after layout | 97.9% |
| Effective utilization at floorplan | 16.1% |
| Power Total | 388 uW |
| DIE HEIGHT | 94 microns |
| Sequential share of the synthesized area | 24.4% |
| Cell count in the Yosys report | 97 |
| Worst Skew | 0.0211 ns |
| Tool warnings | 142 |
| Sum of overflow across all layers after global routing | 0 |
| Reg area | 204 sq um |
| Mean instance size in the synthesized netlist | 8.62 sq um |
| Crit path capture | csr_r_data_out[5] |
| Critical path startpoint category | primary input |
| Fillers | 579 |
| Vias in the first global route | 544 |
| Post-route DRC violation count | 0 |
| Unique cell type count in the Yosys netlist | 14 |
| Synthesized chip area reported by yosys | 836 sq um |
| Flop-to-flop setup slack | 0.20 ns |
| Worst endpoint required time | 1.84 ns |
| Router iterations before antenna repair | 2 |
| Number of clock sinks | 8 |
| Total global-route track usage | 3.08% |
| Number of storage elements in the synthesis netlist | 8 |
| Footprint of the multi-input gates | 334 sq um |
| Chip area | 8840 sq um |
| Total standard cell area after synthesis | 836 sq um |
| Detailed-route vias per instance | 2.46 |
| Number of instances in the synthesized netlist | 97 |
| Clock-pin slew on the worst setup and hold paths | 0.04 ns |
| Static leakage | 0.567 nW |
| Share of the core filled with cells in the final layout | 17.9% |
| Standard-cell rows | 26 |
| Vias after detailed routing | 452 |
| Pin count of the biggest net entering global routing | 9 |
| Pwr per Cell Area | 417 nW/um^2 |
| Wirelength per Cell | 9.13 microns |
| Data arrival, critical path | 1.79 ns |
| CTS tree | built |
| First-pass GRT wire length | 2310 microns |
| Core area | 5200 sq um |
| Highest fanout seen on the critical path | 5 |
| CP endpoint kind | output pin |
| Layout cell share with drive strength beyond 1 | 13.2% |
| Count of nets left with antenna violations after detail routing | 0 |
| Ports placed on the boundary | 195 |
| Max frequency | 444 MHz |
| Number of pins with negative max-slew slack in the final report | 0 |
| Number of maximum-capacitance violations | 0 |
| Count of antenna diodes in the layout | 0 |
| Count of input and output buffers | 20 |
| Tightest Hold Check Type | reg2reg |
| Initial detailed-routing violation count | 12 |
| Placed wire-length estimate after detailed placement | 1460 microns |
| Clock buffers created by TritonCTS | 3 |
| Number of H-tree levels | 1 |
through the flow:
| stage | setup TNS [ns] | setup WS, ns | instances | area [sq um] |
|---|---|---|---|---|
| 2_1_floorplan | 0 | 0.303 | 153 | 1050 |
| 3_3_place_gp | -2.32 | -0.170 | 177 | 838 |
| 3_5_place_dp | -2.52 | -0.192 | 177 | 838 |
| 4_1_cts | 0 | 0.00171 | 182 | 898 |
| 5_1_grt | 0 | 0.0134 | 184 | 931 |
| 6_report | 0 | 0.0483 | 184 | 931 |
what timing repair did:
action	CTS	global route
setup endpoints to repair	12	9
endpoints found under the hold margin	0	0
gates resized	11	7
cloned	1	0
buffers inserted	0	2
pin swaps	2	2
how the worst min path moves through the flow:
| stage | startpoint | endpoint | slack, ns | cells past startpoint |
|---|---|---|---|---|
| after global routing | csr.CSR[4][10]$_DFFE_PP1P_ | csr.CSR[4][10]$_DFFE_PP1P_ | 0.46 | 2 |
| after CTS | csr.CSR[4][10]$_DFFE_PP1P_ | csr.CSR[4][10]$_DFFE_PP1P_ | 0.44 | 2 |
| final | csr.CSR[4][10]$_DFFE_PP1P_ | csr.CSR[4][10]$_DFFE_PP1P_ | 0.44 | 2 |
state kept, by name, summed over array words and instances (netlist names):
signal / flops
csr.CSR: 3
csr_waddr: 4
csr_w: 1
metal layers:
metal	up-vias	track usage [%]	routed length, microns
met5	-	0	0
met4	0	0.759	25
met1	190	3.43	700
li1	205	-	-
met3	4	1.62	241
met2	53	5.07	711
cell families after synthesis:
group           synth area share, %
other cells                   0.449
flops                          24.4
buf+inv                        62.0
simple gates                   9.88
compound gates                 3.29
cell type report:
cell class / count / area share (%)
Tap cell: 70 / 9.41
Clock buffer: 4 / 4.84
Inverter: 4 / 1.61
Sequential cell: 8 / 21.9
Multi-Input combinational cell: 74 / 35.9
Timing Repair Buffer: 24 / 26.3
power breakdown:
group          internal (mW)  total [mW]  switching (mW)
Combinational         0.0297      0.0549          0.0253
Clock                  0.120       0.173          0.0528
Sequential             0.156       0.161         0.00470
Total                  0.305       0.388          0.0828
layout by cell type, fill, tap and decap left out:
cell type / Yosys / final
sky130_fd_sc_hd__a21oi_1: 3 / 3
sky130_fd_sc_hd__a31oi_1: 2 / 2
sky130_fd_sc_hd__and2_1: 3 / 3
sky130_fd_sc_hd__and2_2: 1 / 1
sky130_fd_sc_hd__buf_4: 67 / 2
sky130_fd_sc_hd__buf_6: 0 / 2
sky130_fd_sc_hd__clkbuf_1: 0 / 1
sky130_fd_sc_hd__clkbuf_8: 0 / 3
sky130_fd_sc_hd__clkdlybuf4s50_1: 0 / 8
sky130_fd_sc_hd__conb_1: 1 / 57
sky130_fd_sc_hd__dfrtn_1: 5 / 5
sky130_fd_sc_hd__dfstp_2: 3 / 3
sky130_fd_sc_hd__dlygate4sd2_1: 0 / 6
sky130_fd_sc_hd__dlymetal6s2s_1: 0 / 6
sky130_fd_sc_hd__inv_1: 4 / 4
sky130_fd_sc_hd__nand2_2: 0 / 1
sky130_fd_sc_hd__nand2b_1: 3 / 3
sky130_fd_sc_hd__nor2_1: 2 / 1
sky130_fd_sc_hd__nor2_4: 0 / 1
sky130_fd_sc_hd__nor4b_2: 1 / 1
sky130_fd_sc_hd__or3_4: 1 / 1
synthesized netlist by cell type, drive strengths merged:
library cell	number	area, sq um
and2	4	26.3
inv	4	15.0
dfrtn	5	125
a31oi	2	12.5
nor2	2	7.51
a21oi	3	15.0
nand2	1	3.75
dfstp	3	78.8
or3	1	11.3
conb	1	3.75
buf	67	503
nand2b	3	18.8
nor4b	1	15.0
critical path: stages:
cell,delay [ns]
sky130_fd_sc_hd__dlygate4sd2_1,0.24
sky130_fd_sc_hd__or3_4,0.42
sky130_fd_sc_hd__nor2_4,0.11
sky130_fd_sc_hd__buf_6,0.11
sky130_fd_sc_hd__clkdlybuf4s50_1,0.46
Power is estimated from default activity; no workload was simulated.
